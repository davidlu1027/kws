### flow/config.mk
export PLATFORM = sky130hd
export DESIGN_NAME = framing_memory
export DESIGN_NICKNAME = framing_memory
export VERILOG_FILES = /design/flow/design.v
export SDC_FILE = /design/flow/constraint.sdc
export NUM_CORES = 4
export LEC_CHECK = 1
export CORE_UTILIZATION = 50
### flow/constraint.sdc
current_design framing_memory

set clk_period 34.0
set clk_io_pct 0.2

create_clock -name clk0 -period $clk_period [get_ports {clk}]

set non_clock_inputs [all_inputs -no_clocks]
set_input_delay [expr $clk_period * $clk_io_pct] -clock clk0 $non_clock_inputs
set_output_delay [expr $clk_period * $clk_io_pct] -clock clk0 [all_outputs]
### flow/design.v
module framing_memory#(
    parameter BITS = 12,
    parameter word_depth = 128
    )(
        clk,
        rst_n,
        wen,
        a,
        d,
        out,
    );
    input clk, rst_n, wen;  
    input [BITS-1:0] d;
    input [6:0] a;
    output [BITS-1:0] out;
    reg  [BITS-1:0] out;
    reg  [BITS-1:0] mem [0:word_depth-1];
    reg  [BITS-1:0] mem_nxt [0:word_depth-1];
    reg  [BITS-1:0] mem_addr [0:word_depth-1];
    integer i;
    always @(*) begin  
        for (i=0; i<word_depth; i=i+1) begin
            if (i == a)
                out = mem[i];
        end
    end
    always @(*) begin 
        for (i=0; i<word_depth; i=i+1)
            mem_nxt[i] = (wen && (i == a)) ? d : mem[i];
    end
    always @(posedge clk or negedge rst_n) begin
        if (!rst_n) begin
            for (i=0; i<word_depth; i=i+1)
                mem[i] <= 0;
        end
        else begin
            for (i=0; i<word_depth; i=i+1)
                mem[i] <= mem_nxt[i];    
        end
    end
endmodule
### flow/run.sh
#!/bin/bash
# OpenROAD 26Q1-2900-gdf79404cd8, Yosys 0.63+post, stock flow scripts
make -C /OpenROAD-flow-scripts/flow DESIGN_CONFIG=/design/flow/config.mk WORK_HOME=/design/flow/orfs finish
==> CHANGELOG.md <==
### Metrics

- Status: finished clean
- First-pass GRT wire length: approximately 450000 µm
- Final TNS setup: 0 ps
- HPWL after DPL: about 200000 µm
- Synth top area cells: dfrtp_1 (51%), mux2_2 (23%), a21oi_1 (2.1%)
- Max Fclk: 47.1 MHz
- Total wire length: 321000 µm
- PD cells: 52.3 nW/µm²
- Slew @ Worst Pin: 1370 ps
- Seq pwr share: roughly 47%
- CTS H-tree lvls: 4
- Worst Path Buf+Inv: 7
- Switching Power: 0.00117 W
- Horiz. Die Dim: between 300 and 400 µm
- Sw Share: between 20% and 30%
- Crit-path most repeated cell: buf_4
- Endpoints left unconstrained: 12
- Post-CTS setup buffer count: 0
- Grt total ovfl: 0
- Slowest-stage cell, CP: nor4b_1
- Cell Area, Placed: slightly below 80000 µm²
- Die Area: around 150000 µm²
- Asr flop ratio synth: between 90% and 100%
- Fp util: between 50% and 60%
- Ys cells: 6566
- Number of global-route vias before repair: around 60000
- Vias: 60300
- CTS Hold Bufs: 0
- Crit Path Class: in -> out
- Final Slew Violations: 0
- DRT antenna net count: 0
- Cell Chain, Critical Path: buf_8 > buf_12 > buf_4 > buf_4 > nand4bb_4 > buf_4 > buf_4 > o22ai_1 > nor3_1 > o21ai_0 > nor4b_1 > o21ai_0 > o21ai_0 > a22o_1 > dlxtn_1 > clkdlybuf4s50_1
- Tmin final: between 20000 and 25000 ps
- FILL cells: about 13000
- Post-synth top area cell: dfrtp_1
- Tcrit/Tclk final: between 60% and 70%
- Max-Cap Viols: 0
- CTS tree: yes
- Clk slew on worst S/H paths: 60 ps
- Core Util, Final: 55.5%
- DIE HEIGHT: between 300 and 400 µm
- Ports: 34
- Gate Area: about 35000 µm²
- Worst skew pair latency: around 810 ps
- Pwr Total: about 0.0044 W
- Root buffer cell: clkbuf_16
- Total Routing Usage GR: between 40% and 50%
- Setup crit end kind: output port
- Crit-path max cell delay: ~1000 ps
- Drt first pass iters: 7
- Clk pwr share: between 40 and 50%
- Hold Vio Cnt, Final: 0
- Yosys top cell area share: between 50 and 60%
- Largest net degree at the start of global routing: roughly 120
- Row cnt: roughly 140
- RSZ-0062 raised after global routing: false
- Min-delay worst type: reg -> reg
- Peak VDD IR: around 0.00005 V
- Post-route cell area: between 80000 and 90000 µm²
- Count of different cell masters after synthesis: 107
- Port Buffer Count: 33
- Post_cts resized: 0
- DR iter-0 viols: 5989
- Flops after synth: 1548
- Count of tool warnings: 34
- Combinational share of power: around an eighth
- Worst Setup Start Kind: input port
- Clock Path Buffers: 3
- WP data arrival: between 10000 and 15000 ps
- Wire per inst: 37.6 µm
- Synth Warn #: 3
- GPL Wtd Cong: 1.01
- Worst clock skew: 0 ps
- Mapped Avg Cell Area: 11.6 µm²
- Final setup violation count: 0
- Chip Area, Yosys: ~76000 µm²
- CP Max Fanout: a little over 80
- Main synth FF type: dfrtp_1
- Delay-heaviest family, CP: buffers and inverters
- Worst slew margin: 7.59%
- WHS Path Cells: 1
- Seq. cell area: 38600 µm²
- Post-synth EDFFs: 0
- Reg2Reg Depth: 1
- LEAKAGE: a little under 40 nW
- Int Pwr: around 0.0032 W
- Mapped Cells: 6566
- Area growth from synthesis to layout: 9.71%
- Register pins left without a clock: 12
- Synthesized area: about 76000 µm²
- CTS Buf Count: 167
- Stages on the worst setup path: 16
- Layout cell share with drive strength beyond 1: between 30% and 40%
- Core Footprint: approximately 150000 µm²
- Worst EP required: approximately 27000 ps
- Vias per inst: between 7 and 8
- Initial antenna violation count: 19
- Remaining DRCs: 0
## flip-flops by register name (all words and copies together), names as in the netlist
register / cells
out: 12
mem: 1536
## power groups by stage
stage / logic [W] / registers (W) / clock network [W]
4_1_cts: 0.000494 / 0.00206 / 0.00181
6_report: 0.000510 / 0.00206 / 0.00180
5_1_grt: 0.000530 / 0.00208 / 0.00188
## layout by cell type (no fill, tap or decap), drive strengths merged, types with 19 or more instances in the layout
cell	count
mux2i	62
a31oi	58
nor2	330
o31ai	23
inv	19
o22ai	169
a22oi	109
a22o	21
a221oi	83
o22a	20
nor3	83
a221o	32
buf	253
clkbuf	252
a2111oi	24
nand3	97
nand4	24
a211oi	53
o21ai	332
o221ai	60
a222oi	25
mux2	1569
nand2b	32
dfrtp	1536
nand2	406
a21oi	321
o211ai	59
diode	20
nor4	24
nor2b	26
clkinv	30
## per-layer routing
| metal | vias up | track usage [%] | routed length, µm |
|---|---|---|---|
| li1 | 24200 | - | - |
| met1 | 31200 | 60.0 | 120000 |
| met2 | 3839 | 57.0 | 129000 |
| met3 | 1024 | 26.4 | 51000 |
| met4 | 26 | 22.1 | 20500 |
| met5 | - | 0.670 | 286 |
## cell usage after synthesis (82+ instances only)
| cell | n |
|---|---|
| nand2_1 | 403 |
| a21oi_1 | 321 |
| mux2_2 | 1569 |
| nand3_1 | 96 |
| nor2_1 | 318 |
| nor3_1 | 83 |
| dfrtp_1 | 1536 |
| clkbuf_1 | 370 |
| buf_2 | 173 |
| a221oi_1 | 82 |
| o22ai_1 | 169 |
| o21ai_0 | 320 |
| a22oi_1 | 108 |
## layout make-up
| type | instances | area share, % |
|---|---|---|
| sequential | 1548 | 46.2 |
| multi-input combinational | 4372 | 41.7 |
| clock buffer | 252 | 5.88 |
| tap | 2016 | 3.02 |
| timing repair buffer | 268 | 2.60 |
| clock inverter | 42 | 0.467 |
| inverter | 13 | 0.0629 |
| antenna | 20 | 0.0599 |
## metrics by stage
stage,hold slack [ps],cells,setup slack (ps)
final,495,8531,12780
after global routing,504,8511,12970
after CTS,497,8511,13260
after detailed placement,484,8217,13290
after global placement,478,8217,13280
after floorplan,470,6577,17970
## kinds of logic after synthesis
kind of cell,count (synthesis),share of synthesized area [%]
other,1,0.00493
xor gates and xnor gates,1,0.0115
buffers and inverters,657,3.88
latches,12,0.237
AOI/OAI and AO/OA,1583,14.0
and+or+nand+nor,1141,7.21
muxes,1635,24.1
DFF,1536,50.5
## worst paths after layout
path	start	slack, ps	to
worst max-delay path	a[0]	12780	out[2]
worst min-delay path	mem[50][9]	500	mem[50][9]
worst max register to register	mem[106][0]	33150	mem[106][0]
worst min register to register	mem[50][9]	500	mem[50][9]
max in group asynchronous	rst_n	23830	mem[63][2]
min in group asynchronous	rst_n	5930	mem[10][7]
Power and IR drop assume default switching activity.
